$ cat /design/flow/design.v
module CLA_8bit_adder(S,c8,A,B,c0);
    input [7:0] A, B;
    input c0; 
    output [7:0] S; 
    output c8;
    wire c1, c2, c3, c4, c5, c6, c7, g0, g1, g2, g3, g4, g5, g6, g7, p0, p1, p2, p3, p4, p5, p6, p7; 
    wire u0, u1, u2, u3, u4, u5, u6 ,u7; 
    and g0a(g0, A[0], B[0]); 
    and g1a(g1, A[1], B[1]); 
    and g2a(g2, A[2], B[2]); 
    and g3a(g3, A[3], B[3]); 
    and g4a(g4, A[4], B[4]); 
    and g5a(g5, A[5], B[5]); 
    and g6a(g6, A[6], B[6]); 
    and g7a(g7, A[7], B[7]); 
    or p0o(p0, A[0], B[0]); 
    or p1o(p1, A[1], B[1]); 
    or p2o(p2, A[2], B[2]); 
    or p3o(p3, A[3], B[3]); 
    or p4o(p4, A[4], B[4]); 
    or p5o(p5, A[5], B[5]); 
    or p6o(p6, A[6], B[6]); 
    or p7o(p7, A[7], B[7]); 
    wire c1w1; 
    and c1w1a(c1w1, p0, c0); 
    or c1o(c1, g0, c1w1);
    wire c2w1, c2w2; 
    and c2w1a(c2w1, p1, p0, c0);
    and c2w2a(c2w2, p1, g0);
    or c2o(c2, g1, c2w1, c2w2);
    wire c3w1, c3w2, c3w3; 
    and c3w1a(c3w1, p2, p1, p0, c0);
    and c3w2a(c3w2, p2, p1, g0);
    and c3w3a(c3w3, p2, g1); 
    or c3o(c3, g2, c3w1, c3w2, c3w3); 
    wire c4w1, c4w2, c4w3, c4w4; 
    and c4w1a(c4w1, p3, p2, p1, p0, c0);
    and c4w2a(c4w2, p3, p2, p1, g0);
    and c4w3a(c4w3, p3, p2, g1);
    and c4w4a(c4w4, p3, g2); 
    or c4o(c4, g3, c4w1, c4w2, c4w3, c4w4);
    wire c5w1, c5w2, c5w3, c5w4, c5w5; 
    and c5w1a(c5w1, p4, p3, p2, p1, p0, c0);
    and c5w2a(c5w2, p4, p3, p2, p1, g0); 
    and c5w3a(c5w3, p4, p3, p2, g1);
    and c5w4a(c5w4, p4, p3, g2); 
    and c5w5a(c5w5, p4, g3); 
    or c5o(c5, g4, c5w1, c5w2, c5w3, c5w4, c5w5);
    wire c6w1, c6w2, c6w3, c6w4, c6w5, c6w6;
    and c6w1a(c6w1, p5, p4, p3, p2, p1, p0, c0); 
    and c6w2a(c6w2, p5, p4, p3, p2, p1, g0);
    and c6w3a(c6w3, p5, p4, p3, p2, g1); 
    and c6w4a(c6w4, p5, p4, p3, g2);
    and c6w5a(c6w5, p5, p4, g3); 
    and c6w6a(c6w6, p5, g4); 
    or c6o(c6, g5, c6w1, c6w2, c6w3, c6w4, c6w5, c6w6); 
    wire c7w1, c7w2, c7w3, c7w4, c7w5, c7w6, c7w7;
    and c7w1a(c7w1, p6, p5, p4, p3, p2, p1, p0, c0);
    and c7w2a(c7w2, p6, p5, p4, p3, p2, p1, g0); 
    and c7w3a(c7w3, p6, p5, p4, p3, p2, g1); 
    and c7w4a(c7w4, p6, p5, p4, p3, g2);
    and c7w5a(c7w5, p6, p5, p4, g3);
    and c7w6a(c7w6, p6, p5, g4); 
    and c7w7a(c7w7, p6, g5); 
    or c7o(c7, g6, c7w1, c7w2, c7w3, c7w4, c7w5, c7w6, c7w7);
    full_adder adder0(S[0], u0, A[0], B[0], c0); 
    full_adder adder1(S[1], u1, A[1], B[1], c1); 
    full_adder adder2(S[2], u2, A[2], B[2], c2); 
    full_adder adder3(S[3], u3, A[3], B[3], c3); 
    full_adder adder4(S[4], u4, A[4], B[4], c4); 
    full_adder adder5(S[5], u5, A[5], B[5], c5); 
    full_adder adder6(S[6], u6, A[6], B[6], c6); 
    full_adder adder7(S[7], c8, A[7], B[7], c7); 
endmodule
module adder32(S,ovf, lt, ne,A,B,c0); 
input [31:0] A,B; 
input c0; 
output [31:0] S;
output ovf, lt, ne; 
wire c1, c2, c3,c4; 
CLA_8bit_adder add1(S[7:0],c1,A[7:0],B[7:0],c0);
CLA_8bit_adder add2(S[15:8],c2,A[15:8],B[15:8],c1);
CLA_8bit_adder add3(S[23:16],c3,A[23:16],B[23:16],c2);
CLA_8bit_adder add4(S[31:24],c4,A[31:24],B[31:24],c3);
wire na31, nb31, ns31 , a1, a2; 
not n1(na31, A[31]);
not n2(nb31, B[31]); 
not n3(ns31, S[31]); 
and and1(a1, na31, nb31, S[31]); 
and and2(a2, A[31], B[31], ns31); 
or or1(ovf, a1, a2);
wire lt1, lt2, novf; 
not n4(novf, ovf); 
and and3(lt1, novf, S[31]); 
and and4(lt2, ovf, A[31]);
or ltor(lt, lt1, lt2); 
or neor(ne, S[0], S[1], S[2] , S[3], S[4], S[5], S[6], S[7], S[8], S[9], S[10], S[11], S[12], S[13], S[14], S[15] ,S[16], S[17], S[18], S[19], S[20] ,S[21], S[22], S[23], S[24], S[25], S[26], S[27], S[28], S[29], S[30], S[31], ovf);
endmodule
module full_adder(S,Cout,A,B,Cin);
    input A, B, Cin;
    output S, Cout;
    wire w1, w2, w3;
    and A_and_B(w1, A,B);
    and A_and_Cin(w2,A,Cin);
    and B_and_Cin(w3, B, Cin);
    or Cout_gate(Cout, w1, w2, w3);
    xor Sresults(S,A,B,Cin);
endmodule
module negate32(in, out);
input [31:0] in;
output [31:0] out; 
wire [31:0] intermediate; 
wire dc1, dc2, dc3, dc4;
not32bit n1(intermediate, in); 
adder32 a1(out, dc1, dc2, dc3, intermediate , 32'b1,1'b0); 
endmodule
module not32bit(out, A);
input [31:0] A; 
output [31:0] out; 
not g0(out[0], A[0] );
not g1(out[1], A[1]); 
not g2(out[2], A[2]);
not g3(out[3], A[3]);
not g4(out[4], A[4]);
not g5(out[5], A[5]);
not g6(out[6], A[6]);
not g7(out[7], A[7]);
not g8(out[8], A[8]);
not g9(out[9], A[9]);
not g10(out[10], A[10]);
not g11(out[11], A[11]);
not g12(out[12], A[12]);
not g13(out[13], A[13]);
not g14(out[14], A[14]);
not g15(out[15], A[15]);
not g16(out[16], A[16]);
not g17(out[17], A[17]);
not g18(out[18], A[18]);
not g19(out[19], A[19]);
not g20(out[20], A[20]);
not g21(out[21], A[21]); 
not g22(out[22], A[22]);
not g23(out[23], A[23]);
not g24(out[24], A[24]);
not g25(out[25], A[25]);
not g26(out[26], A[26]);
not g27(out[27], A[27]);
not g28(out[28], A[28]);
not g29(out[29], A[29]);
not g30(out[30], A[30]);
not g31(out[31], A[31]); 
endmodule 
$ cat /design/flow/run.sh
#!/bin/bash
# OpenROAD 26Q1-2900-gdf79404cd8, Yosys 0.63+post, stock flow scripts
make -C /OpenROAD-flow-scripts/flow DESIGN_CONFIG=/design/flow/config.mk WORK_HOME=/design/flow/orfs finish
$ cat /design/flow/config.mk
export PLATFORM = sky130hd
export DESIGN_NAME = negate32
export DESIGN_NICKNAME = negate32
export VERILOG_FILES = /design/flow/design.v
export SDC_FILE = /design/flow/constraint.sdc
export NUM_CORES = 4
export LEC_CHECK = 1
export CORE_AREA = 10 10 70 70
export DIE_AREA = 0 0 80 80
$ cat /design/flow/constraint.sdc
current_design negate32

set clk_period 12.0
set clk_io_pct 0.2

create_clock -name clk0 -period $clk_period

set non_clock_inputs [all_inputs -no_clocks]
set_input_delay [expr $clk_period * $clk_io_pct] -clock clk0 $non_clock_inputs
set_output_delay [expr $clk_period * $clk_io_pct] -clock clk0 [all_outputs]
==> results_slide.txt <==
Physical Implementation Snapshot

Run status
  • Status: completed

Drt
  • Total vias in the final route: 663
  • DR iter-0 viols: 5
  • TritonRoute pass-1 iters: 2
  • Post-DRT Antenna Nets: 0
  • Wire length after detailed routing: slightly below 2000 µm
  • ANT cells: 0
  • Detailed-route wire length per cell: 10.9 µm
  • Vias per cell: roughly 3.7
  • DRC viols: 0

Final timing
  • Worst Slack Setup Final: between 2000 and 2500 ps
  • Tcrit/Tclk final: 0.805
  • Final Setup Violations: 0
  • Final Hold Vio Count: 0
  • Slew headroom: 0.545
  • Setup TNS Final: 0 ps
  • Slew @ Worst Pin: around 680 ps
  • Minimum clock period: between 9000 and 10000 ps
  • Fin. max-slew vios: 0
  • Max Freq: between 100 and 150 MHz
  • RSZ-0062 raised after global routing: false

Critical path
  • CP arrival: 7260 ps
  • Critical Path End Type: primary output
  • Setup CP Type: in2out
  • Worst setup SP type: input pin
  • Critical path peak fanout: 5
  • Req. time, crit path: about 9600 ps

Finish
  • Layout area overhead: 60.7%
  • Seq_cells: 0
  • Commonest Layout Cell: clkdlybuf4s50_1
  • Register area: 0 µm²
  • Most frequent cells in the layout: clkdlybuf4s50_1 (64), nor2_1 (14), xnor2_1 (12)
  • Layout cells sized above 1: 0.0226
  • Cell area after layout: roughly 1200 µm²
  • Clock Buffer Count: 0

Placement
  • Port Buffers: roughly 64
  • Final RePlAce weighted congestion: around 0.79
  • Post-placement cell area: 1200 µm²
  • DP Worst Slack: between 2000 and 2500 ps
  • Dpl hpwl: 1830 µm

Logic synthesis
  • Netlist Area Pre-Place: 746 µm²
  • Synth warn: 0
  • Yosys stat area: roughly 750 µm²
  • Syn Inst Count: between 100 and 150
  • Area leader, netlist: buf_4
  • Mapped Avg Cell Area: around 7.3 µm²
  • Seq share, synth: 0
  • # Cells Yosys: between 100 and 150
  • Top cells, area: buf_4 (32%), xnor2_1 (14%), ha_1 (12%)
  • Netlist cell types: 21
  • Max-area cell share: 0.322

Pwr
  • Total power: 0.0000305 W
  • Max IR drop VDD: between 0.008 and 0.009 mV
  • Leakage power: 0.452 nW
  • PwrDens: around 25 nW/µm²

Clock network
  • Post-CTS Setup Repair Bufs: 0
  • Post-CTS sizing: 0
  • Post-cts hold buffer count: 0

Die
  • Die Y: approximately 80 µm
  • Die Wd: 80 µm
  • Core ar.: approximately 3400 µm²
  • Starting Density: 0.218
  • Row count: 21
  • Die area: between 6000 and 7000 µm²
  • I/O pin total: about 64

Global route
  • First-pass GRT wire length: approximately 2900 µm
  • Grt ovf: 0
  • Initial antenna violation count: 0
  • Largest net degree at the start of global routing: 6
  • Vias in the first global route: about 650
  • Total track usage: 0.0538

Min path
  • Hold Path Sink: out[0]
  • Min-Delay Path Depth: 2
  • Hold crit path type: in2out
  • Beginning of the worst hold path: in[0]

Flow run
  • Max Cap Violations: 0
  • Tool warnings: 32
synthesized netlist by cell type:
master     n
xnor2_1   12
or4_1      1
or4b_1     1
and3b_1    1
ha_1       7
inv_1      8
nor2_1    14
nor3_1     1
nand2_1    3
buf_2      1
xor2_1     6
o31a_1     1
nor3_2     1
nand3b_1   2
a21boi_0   3
buf_4     32
nor4b_2    2
o21a_1     1
nor4_1     1
nor2b_1    3
o41a_1     1
stage by stage:
stage | std cells | hold slack [ps] | utilization
final | 179 | 5690 | 0.351
after global routing | 179 | 5710 | 0.351
after global placement | 179 | 5690 | 0.351
after floorplan | 102 | 4870 | -
after CTS | 179 | 5700 | 0.351
after detailed placement | 179 | 5690 | 0.351
power breakdown:
| part | leakage (nW) | internal, W | switching [W] | total (W) |
|---|---|---|---|---|
| logic | 0.452 | 0.0000227 | 0.00000780 | 0.0000305 |
| registers | 0 | 0 | 0 | 0 |
| clock network | 0 | 0 | 0 | 0 |
| total | 0.452 | 0.0000227 | 0.00000780 | 0.0000305 |
critical path, stage by stage:
cell             delay, ps
clkdlybuf4s50_1        460
nor4_1                 620
and3b_1                290
ha_1                   180
nor4b_2                410
nand2_1                160
nor3_1                 170
ha_1                   210
nor4b_2                410
nand3b_1               180
nor2_1                 120
ha_1                   190
or4b_1                 550
o41a_1                 350
nor2_1                 100
clkdlybuf4s50_1        470
area by class of cell:
type	count	area (µm²)
Fill cell	364	2220
Inverter	8	30.0
Multi-Input combinational cell	61	470
Tap cell	46	57.6
Timing Repair Buffer	64	641
logic make-up (layout without fill, tap and decap cells):
family / Yosys count / in the layout / synth area share
buffers and inverters: 41 / 72 / 0.369
AND/OR/NAND/NOR: 30 / 30 / 0.235
XOR/XNOR: 18 / 18 / 0.211
adder cells (fa/ha/maj): 7 / 7 / 0.117
AND-OR/OR-AND: 6 / 6 / 0.0671
worst max path at each step:
stage                 startpoint       to  slack, ps  cells past startpoint
after CTS                  in[0]  out[30]       2280                     16
after global routing       in[0]  out[30]       1740                     16
final                      in[0]  out[30]       2340                     16
routing by layer:
metal	up-vias	wire length (µm)	GRT usage
met5	-	0	0
li1	365	-	-
met1	262	763	0.0587
met4	0	0	0
met3	0	316	0.0273
met2	36	865	0.0963
Power figures rest on the tool's default switching activity, not on a simulated workload.
